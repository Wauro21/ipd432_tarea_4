**flow/design.v**
```verilog
module Binary_to_BCD
  #(parameter INPUT_WIDTH = 8,
    parameter DECIMAL_DIGITS = 2)
  (
   input                         i_Clock,
   input [INPUT_WIDTH-1:0]       i_Binary,
   input                         i_Start,
   output [DECIMAL_DIGITS*4-1:0] o_BCD,
   output                        o_DV
   );
  parameter s_IDLE              = 3'b000;
  parameter s_SHIFT             = 3'b001;
  parameter s_CHECK_SHIFT_INDEX = 3'b010;
  parameter s_ADD               = 3'b011;
  parameter s_CHECK_DIGIT_INDEX = 3'b100;
  parameter s_BCD_DONE          = 3'b101;
  reg [2:0] r_SM_Main = s_IDLE;
  reg [DECIMAL_DIGITS*4-1:0] r_BCD = 0;
  reg [INPUT_WIDTH-1:0]      r_Binary = 0;
  reg [DECIMAL_DIGITS-1:0]   r_Digit_Index = 0;
  reg [7:0]                  r_Loop_Count = 0;
  wire [3:0]                 w_BCD_Digit;
  reg                        r_DV = 1'b0;                       
  always @(posedge i_Clock)
    begin
      case (r_SM_Main) 
        s_IDLE :
          begin
            r_DV <= 1'b0;
            if (i_Start == 1'b1)
              begin
                r_Binary  <= i_Binary;
                r_SM_Main <= s_SHIFT;
                r_BCD     <= 0;
              end
            else
              r_SM_Main <= s_IDLE;
          end
        s_SHIFT :
          begin
            r_BCD     <= r_BCD << 1;
            r_BCD[0]  <= r_Binary[INPUT_WIDTH-1];
            r_Binary  <= r_Binary << 1;
            r_SM_Main <= s_CHECK_SHIFT_INDEX;
          end          
        s_CHECK_SHIFT_INDEX :
          begin
            if (r_Loop_Count == INPUT_WIDTH-1)
              begin
                r_Loop_Count <= 0;
                r_SM_Main    <= s_BCD_DONE;
              end
            else
              begin
                r_Loop_Count <= r_Loop_Count + 1;
                r_SM_Main    <= s_ADD;
              end
          end
        s_ADD :
          begin
            if (w_BCD_Digit > 4)
              begin                                     
                r_BCD[(r_Digit_Index*4)+:4] <= w_BCD_Digit + 3;  
              end
            r_SM_Main <= s_CHECK_DIGIT_INDEX; 
          end       
        s_CHECK_DIGIT_INDEX :
          begin
            if (r_Digit_Index == DECIMAL_DIGITS-1)
              begin
                r_Digit_Index <= 0;
                r_SM_Main     <= s_SHIFT;
              end
            else
              begin
                r_Digit_Index <= r_Digit_Index + 1;
                r_SM_Main     <= s_ADD;
              end
          end
        s_BCD_DONE :
          begin
            r_DV      <= 1'b1;
            r_SM_Main <= s_IDLE;
          end
        default :
          r_SM_Main <= s_IDLE;
      endcase
    end  
  assign w_BCD_Digit = r_BCD[r_Digit_Index*4 +: 4];
  assign o_BCD = r_BCD;
  assign o_DV  = r_DV;
endmodule  
```
**flow/run.sh**
```bash
#!/bin/bash
# OpenROAD 26Q1-2900-gdf79404cd8, Yosys 0.63+post, stock flow scripts
make -C /OpenROAD-flow-scripts/flow DESIGN_CONFIG=/design/flow/config.mk WORK_HOME=/design/flow/orfs finish
```
**flow/config.mk**
```make
export PLATFORM = sky130hd
export DESIGN_NAME = Binary_to_BCD
export DESIGN_NICKNAME = Binary_to_BCD
export VERILOG_FILES = /design/flow/design.v
export SDC_FILE = /design/flow/constraint.sdc
export NUM_CORES = 4
export LEC_CHECK = 1
export CORE_AREA = 10 10 104 104
export DIE_AREA = 0 0 114 114
```
**flow/constraint.sdc**
```tcl
current_design Binary_to_BCD

set clk_period 3.0
set clk_io_pct 0.2

create_clock -name clk0 -period $clk_period [get_ports {i_Clock}]

set non_clock_inputs [all_inputs -no_clocks]
set_input_delay [expr $clk_period * $clk_io_pct] -clock clk0 $non_clock_inputs
set_output_delay [expr $clk_period * $clk_io_pct] -clock clk0 [all_outputs]
```
==> metrics.txt <==
# HELP chip_impl_metric Physical implementation figures
# TYPE chip_impl_metric gauge
chip_impl_metric{name="postRouteAntennaNets",unit=""} 0
chip_impl_metric{name="gp_congestion",unit=""} 0.825
chip_impl_metric{name="clock_tree.buffer_depth",unit=""} 2
chip_impl_metric{name="clock_power_share",unit="%"} 21.6
chip_impl_metric{name="yosys.cell_types.count",unit=""} 35
chip_impl_metric{name="antennaDiodeCount",unit=""} 0
chip_impl_metric{name="initial_antenna_violation_count",unit=""} 0
chip_impl_info{name="startpoint",value="r_Digit_Index[0]"} 1
chip_impl_metric{name="slew-limit-headroom",unit="%"} 56.4
chip_impl_info{name="synth_top_cell_by_area",value="sky130_fd_sc_hd__edfxtp_1"} 1
chip_impl_metric{name="postCtsSetupRepairBufs",unit=""} 0
chip_impl_metric{name="fillerInstances",unit=""} 946
chip_impl_metric{name="yosys_warnings",unit=""} 1
chip_impl_metric{name="detail_route.iter0.violations",unit=""} 93
chip_impl_metric{name="chipWidth",unit="µm"} 114
chip_impl_info{name="cts_tree",value="done"} 1
chip_impl_metric{name="areaGrowthSynthToFinish",unit="%"} 26.4
chip_impl_metric{name="mappedNetlistArea",unit="µm²"} 1610
chip_impl_metric{name="synth-seq-area-share",unit="%"} 54.0
chip_impl_info{name="crit_path_end_kind",value="register"} 1
chip_impl_metric{name="hold_viol_final",unit=""} 0
chip_impl_info{name="path_type_of_the_worst_min_delay_path",value="register to register"} 1
chip_impl_metric{name="logic_area",unit="µm²"} 688
chip_impl_metric{name="ioPinCount",unit=""} 19
chip_impl_info{name="rsz0062_at_grt",value="false"} 1
chip_impl_metric{name="cts_max_level",unit=""} 2
chip_impl_metric{name="post_route_clock_period_utilization",unit="%"} 70.4
chip_impl_metric{name="route.detailed.vias_per_inst",unit=""} 4.17
chip_impl_info{name="beginning_of_the_worst_register_to_register_path",value="r_Digit_Index[0]"} 1
chip_impl_metric{name="final_util",unit="%"} 23.5
chip_impl_metric{name="track_usage",unit="%"} 5.10
chip_impl_metric{name="post-route-min-period",unit="ps"} 2110
chip_impl_metric{name="core-area",unit="µm²"} 8680
chip_impl_metric{name="flip_flop_and_latch_count_after_synthesis",unit=""} 30
chip_impl_metric{name="path_max_fanout",unit=""} 12
chip_impl_metric{name="report.final.setup_viol",unit=""} 0
chip_impl_metric{name="cts-resized-gates",unit=""} 0
chip_impl_metric{name="placedInstanceArea",unit="µm²"} 1900
chip_impl_metric{name="drive_gt1_share",unit="%"} 13.7
chip_impl_metric{name="p_leak",unit="nW"} 0.689
chip_impl_metric{name="grt_first_pass_wirelength",unit="µm"} 5440
chip_impl_metric{name="yosys_area",unit="µm²"} 1610
chip_impl_metric{name="route.detailed.wl_per_inst",unit="µm"} 11.9
chip_impl_metric{name="worstPathRequired",unit="ps"} 2940
chip_impl_metric{name="fp.dieH",unit="µm"} 114
chip_impl_metric{name="power.share.switching",unit="%"} 33.2
chip_impl_info{name="timing.setup.critical_path_class",value="register to register"} 1
chip_impl_metric{name="drt-pass1-iter-count",unit=""} 4
chip_impl_metric{name="design.die.area",unit="µm²"} 13000
chip_impl_metric{name="drcViolationCount",unit=""} 0
chip_impl_metric{name="power.net_switching",unit="mW"} 0.726
chip_impl_metric{name="clk_pin_slew",unit="ps"} 70
chip_impl_metric{name="worst_vdd_rail_ir_drop",unit="mV"} 0.395
chip_impl_info{name="post_synth_area_hogs",value="sky130_fd_sc_hd__edfxtp_1 (50%), sky130_fd_sc_hd__mux2_2 (6.3%), sky130_fd_sc_hd__nor2_1 (4.0%)"} 1
chip_impl_metric{name="gate_count_post_synth",unit=""} 139
chip_impl_metric{name="grt_max_degree",unit=""} 18
chip_impl_metric{name="timing_max_transition_violations_final",unit=""} 0
chip_impl_metric{name="worst_margin_pin_slew",unit="ps"} 651
chip_impl_metric{name="max_fclk",unit="GHz"} 0.474
chip_impl_metric{name="stage_log_warnings",unit=""} 26
chip_impl_metric{name="seq_power_share",unit="%"} 43.7
chip_impl_metric{name="cts-buffers-inserted",unit=""} 5
chip_impl_info{name="clk_root_buffer_cell",value="sky130_fd_sc_hd__clkbuf_8"} 1
chip_impl_metric{name="ys_cells",unit=""} 139
chip_impl_metric{name="ff_latch_area",unit="µm²"} 871
chip_impl_metric{name="powerDensity",unit="nW/µm²"} 1070
chip_impl_info{name="final_cell_mix",value="sky130_fd_sc_hd__edfxtp_1 (27), sky130_fd_sc_hd__clkdlybuf4s50_1 (18), sky130_fd_sc_hd__nor2_1 (17), sky130_fd_sc_hd__mux2_2 (9)"} 1
chip_impl_info{name="hold_start",value="r_Binary[5]"} 1
chip_impl_metric{name="final_design_area_no_fill",unit="µm²"} 2040
chip_impl_metric{name="cap_viol_max_count",unit=""} 0
chip_impl_metric{name="fp-row-count",unit=""} 34
chip_impl_info{name="most_common_logic_cell_in_the_routed_design",value="sky130_fd_sc_hd__edfxtp_1"} 1
chip_impl_info{name="critical_path.startpoint_type",value="register"} 1
chip_impl_info{name="result_of_the_run",value="finished, final reports clean"} 1
chip_impl_metric{name="fp_util",unit="%"} 18.6
chip_impl_metric{name="cts_hold_buf",unit=""} 0
chip_impl_metric{name="clk_latency",unit="ps"} 280
chip_impl_metric{name="post-dp-hpwl",unit="µm"} 2440
chip_impl_metric{name="power_internal",unit="mW"} 1.46
chip_impl_metric{name="finalWirelength",unit="µm"} 3200
chip_impl_metric{name="setup_tns",unit="ps"} 0
chip_impl_metric{name="port_buffers",unit=""} 18
chip_impl_metric{name="synth_area_per_cell",unit="µm²"} 11.6
chip_impl_metric{name="globalRouteOverflowTotal",unit=""} 0
chip_impl_metric{name="tritoncts_num_sinks",unit=""} 30
chip_impl_metric{name="arrival",unit="ps"} 2050
chip_impl_metric{name="clock_skew",unit="ps"} 7.74
chip_impl_metric{name="power_frac_comb",unit="%"} 34.7
chip_impl_metric{name="yosysTopAreaCellShare",unit="%"} 50.3
chip_impl_metric{name="grt_pass1_vias",unit=""} 1098
chip_impl_metric{name="dr_total_vias",unit=""} 1123
-- kinds of logic (layout without fill, tap and decap cells) --
| group | Yosys count | after routing | share of synthesized area [%] |
|---|---|---|---|
| adder cells (fa/ha/maj) | 4 | 4 | 3.11 |
| flip-flops | 30 | 30 | 54.0 |
| AND/OR/NAND/NOR | 53 | 53 | 17.5 |
| AND-OR/OR-AND | 21 | 21 | 9.55 |
| multiplexers | 12 | 12 | 8.15 |
| XOR/XNOR | 8 | 8 | 4.35 |
| buffers and inverters | 11 | 33 | 3.26 |
-- sequential cells by signal, indices dropped and copies added (netlist names) --
register	flops
r_SM_Main	3
r_Digit_Index	2
r_DV	1
r_Loop_Count	8
r_BCD	8
r_Binary	8
-- metal layers --
layer | global-route usage, % | up-vias | routed length (µm)
met4 | 0.668 | 0 | 29
met2 | 7.10 | 34 | 1330
met3 | 2.07 | 5 | 219
met1 | 7.49 | 526 | 1620
met5 | 0 | - | 0
li1 | - | 558 | -
-- metrics by stage --
stage / total power [mW] / worst slack [ps] / instances / hold WS, ps
3_3_place_gp: 1.72 / 839 / 261 / 528
4_1_cts: 2.21 / 866 / 269 / 551
2_1_floorplan: 1.42 / 1050 / 139 / 510
5_1_grt: 2.36 / 644 / 269 / 572
3_5_place_dp: 1.73 / 842 / 261 / 537
6_report: 2.18 / 889 / 269 / 551
-- Yosys cell counts (all sizes together) --
cell / instances
a21oi: 5
clkbuf: 3
nor3b: 1
nand3: 4
and3: 4
mux2i: 3
nand2b: 3
edfxtp: 27
xor2: 2
or3: 1
nand4: 1
o2bb2ai: 1
mux2: 9
a2111oi: 1
nand2: 6
nor3: 9
a211oi: 2
dfxtp: 3
o21ai: 4
nor2b: 5
o221ai: 1
inv: 6
or4: 1
buf: 2
xnor2: 6
o22ai: 4
ha: 4
a22oi: 2
nor2: 17
nand3b: 1
a311oi: 1
-- layout make-up --
cell class,count,area share (%)
repair buffers,19,9.21
well taps,108,6.63
clock inverters,3,3.13
clock buffers,5,3.38
multi-input cells,98,33.8
flip-flops and latches,30,42.8
inverters,6,1.11
-- critical path, cell delays in order (launching register included) --
cell and delay [ps]:
sky130_fd_sc_hd__edfxtp_1 680, sky130_fd_sc_hd__mux2_2 250, sky130_fd_sc_hd__nand2_1 50, sky130_fd_sc_hd__ha_1 220, sky130_fd_sc_hd__nor3_1 160, sky130_fd_sc_hd__o21ai_0 110, sky130_fd_sc_hd__nand2b_1 300
-- worst paths after layout --
path / end / depth (start not counted) / slack, ps
hold / removal: r_Binary[6] / 1 / 550
hold reg to reg: r_Binary[6] / 1 / 550
setup / recovery: r_BCD[7] / 6 / 890
setup reg to reg: r_BCD[7] / 6 / 890
-- power groups by stage --
stage         registers [mW]  logic [mW]  clock network, mW
finish                 0.955       0.758              0.472
CTS                    0.960       0.767              0.483
global route           0.996       0.852              0.508
Power and IR drop assume default switching activity.
