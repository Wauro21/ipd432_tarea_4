## design/flow/run.sh

```bash
#!/bin/bash
# OpenROAD 26Q1-2900-gdf79404cd8, Yosys 0.63+post, stock flow scripts
make -C /OpenROAD-flow-scripts/flow DESIGN_CONFIG=/design/flow/config.mk WORK_HOME=/design/flow/orfs finish
```

## design/flow/config.mk

```make
export PLATFORM = sky130hd
export DESIGN_NAME = seven_seg_controller
export DESIGN_NICKNAME = seven_seg_controller
export VERILOG_FILES = /design/flow/design.v
export SDC_FILE = /design/flow/constraint.sdc
export NUM_CORES = 4
export LEC_CHECK = 1
export CORE_UTILIZATION = 30
```

## design/flow/constraint.sdc

```tcl
current_design seven_seg_controller

set clk_period 4.9
set clk_io_pct 0.2

create_clock -name clk0 -period $clk_period [get_ports {clk}]

set non_clock_inputs [all_inputs -no_clocks]
set_input_delay [expr $clk_period * $clk_io_pct] -clock clk0 $non_clock_inputs
set_output_delay [expr $clk_period * $clk_io_pct] -clock clk0 [all_outputs]
```

## design/flow/design.v

```verilog
module seven_seg_controller
#(parameter
  CLK_FREQUENCY = 'd100_000_000
)
(
  input   logic         clk,
  input   logic         resetN,
  input   logic [31:0]  data,
  output  logic [6:0]   cat_out,
  output  logic [7:0]   an_out
);
  logic [7:0]   segment_state;
  logic [31:0]  segment_counter;
  logic [3:0]   routed_vals;
  logic [6:0]   led_out;
  assign an_out = ~segment_state;
  localparam FRAME_CLK = (CLK_FREQUENCY >> 10) == 0 ? 1 : CLK_FREQUENCY >> 10;
  always_comb begin
    case(segment_state)
      8'b0000_0001: routed_vals = data[3:0];
      8'b0000_0010: routed_vals = data[7:4];
      8'b0000_0100: routed_vals = data[11:8];
      8'b0000_1000: routed_vals = data[15:12];
      8'b0001_0000: routed_vals = data[19:16];
      8'b0010_0000: routed_vals = data[23:20];
      8'b0100_0000: routed_vals = data[27:24];
      8'b1000_0000: routed_vals = data[31:28];
      default:      routed_vals = data[3:0];       
    endcase
  end
  binary_to_seven_seg my_converter (.val_in(routed_vals), .led_out(cat_out));
  always_ff @(posedge clk)begin
    if (~resetN) begin
      segment_state <= 8'b0000_0001;
      segment_counter <= 32'b0;
    end 
    else begin
      if (segment_counter >= FRAME_CLK) begin
        segment_counter <= 32'd0;
        segment_state <= {segment_state[6:0], segment_state[7]};
      end 
      else begin
        segment_counter <= segment_counter + 1;
      end
    end
  end
endmodule  
module binary_to_seven_seg
(
  input   logic [3:0] val_in,
  output  logic [6:0] led_out
);
  always_comb begin
    case (val_in)
      4'd0: led_out = 7'b1000000;
      4'd1: led_out = 7'b1111001;
      4'd2: led_out = 7'b0100100;
      4'd3: led_out = 7'b0110000;
      4'd4: led_out = 7'b0011001;
      4'd5: led_out = 7'b0010010;
      4'd6: led_out = 7'b0000010;
      4'd7: led_out = 7'b1111000;
      4'd8: led_out = 7'b0000000;
      4'd9: led_out = 7'b0010000;
      'hA:  led_out = 7'b0001000;  
      'hB:  led_out = 7'b0001100;  
      'hC:  led_out = 7'b1111111;
      'hD:  led_out = 7'b0001001;  
      'hE:  led_out = 7'b1000111;  
      'hF:  led_out = 7'b0001000;  
      default: led_out = 7'b0000000;  
    endcase    
  end
endmodule
```

==> notes.md <==
run metrics: met2 GRT Util around 20%, CORE AREA ~6500 um^2, worst-path cell chain clkdlybuf4s50_1, a22oi_1, o22ai_1, a211o_1, mux2i_1, ha_1, nor2_1, or3_1, o31ai_1, clkdlybuf4s50_1, Synth Flop Type dfxtp_1, worst reg-to-reg setup slack approximately 2.7 ns, Die Wd about 84 um, ys async rst share 0%, worst path bufs/invs 2, GR peak layer met2, clk_skew roughly 0.0044 ns, Starting Density between 30% and 40%, Worst VDD drop 211.0 uV, worst-margin pin slew 0.6005 ns, setup TNS 0 ns, ant diodes 0, Die Y roughly 84 um, PortBufs 48, Leak approximately 1.0 nW, post_cts resized 0, top cells, area dfxtp_1, nor2_1, a22oi_1, ha_1, nand3_1, post-route ant nets 0, combinational share of power 15.7%, CP Data Required Time between 3 and 4 ns, global-route wire length before repair just under 8000 um, outcome completed, fin. max-slew vios 0, grt ovf 0, RSZ-0062 raised after global routing no, Crit Path Max Fanout 4, CTS tree built, final instance area about 2800 um^2, area post-placement ~2600 um^2, Hold Path Class register to register, worst skew pair latency between 0.2 and 0.3 ns, post-synthesis cell count around 240, top post-synthesis cells by count dfxtp_1, nor2_1, inv_1, nand2_1, nand3_1, Setup crit end kind output pin, flip-flops with a built-in enable 0, HPWL reported at the end of detailed placement 3299 um, Pwr Density approximately 260 nW/um^2, GRT Total Usage a little over an eighth, I/O pin count approximately 50, Final setup viols 0, Final Cycle Share just over 90%, largest net degree at the start of global routing 18, Chip Area, Yosys around 2000 um^2, Largest stage delay, worst path around 0.5 ns, Iteration-0 DRC Markers between 100 and 150, clk sinks roughly 40, Cell Int Power between 0.0005 and 0.0006 W, Post-CTS Setup Bufs 0, Critical-path top delay cell clkdlybuf4s50_1, post-synthesis cell type count approximately 52, sequential share of power 46.7%, number of global-route vias before repair roughly 1700, number of buffers created by CTS 5, htree depth 2, switching power 0.0001666 W, met1 Track Usage GR 20.30%, largest area contributor in the netlist dfxtp_1, ratio of cells with drive above 1 in the final layout around 6%, arrival time at the worst endpoint between 3 and 4 ns, vias per cell approximately 4.7, Die ar. around 7100 um^2, max-cap violation count 0, Switching Fraction between 20% and 30%, YS warnings 2, final hold violations 0, Area growth, synth to finish 35.69%, via count between 1500 and 2000, crit-path most repeated cell clkdlybuf4s50_1, post-route DRC violation count 0, register bit total from synthesis 40, num rows 29, per-cell routed wire length around 11 um, cell class contributing the biggest share of worst-path delay buffers and inverters, clock-pin transition on the worst setup and hold timing paths approximately 0.08 ns, Clk network pwr share between 30% and 40%, Routability Congestion 0.8735, Seq share, synth between 30 and 40%, Tool Warnings 31, final wirelength around 4400 um, ys cells 241, Fmax roughly 0.22 GHz, hold_buf cts 0, Slew headroom between 50% and 60%, Worst setup SP type primary input, Root Buffer Master clkbuf_8, syn_area_per_cell 8.437 um^2, met3 global-route usage 2.789%, initial antenna violation count 0, fin crit period about 4.5 ns, WS Path Type primary input to output pin, share of the synthesized area in the top cell type approximately 39%, most frequent cell after synthesis dfxtp_1, Syn Std Cell Area around 2000 um^2, total power 0.0007221 W, Max Buffers Root-to-Sink 2, DRT Pass-1 Iters 21
## power groups by stage
stage	Clock, W	Combinational (W)	Sequential [W]
CTS	0.000280	0.000114	0.000337
finish	0.000272	0.000114	0.000337
global route	0.000293	0.000128	0.000338
## kinds of logic (layout without fill, tap and decap cells)
kind of cell             after synthesis  after routing  synth area share [%]
AND-OR/OR-AND                         51             51                 19.02
flip-flops                            40             40                 39.38
XOR/XNOR                              14             14                 6.031
AND/OR/NAND/NOR                       99             99                 23.20
buffers and inverters                 24             76                 4.984
multiplexers                           5              5                 2.892
other                                  1             15                0.1844
adder cells (fa/ha/maj)                7              7                 4.307
## metrics by stage
stage | hold WS (ns) | worst slack [ns] | util (%) | std cells
final | 0.4774 | 0.3591 | 42.72 | 384
after floorplan | 0.4300 | 1.310 | - | 255
after global routing | 0.5223 | 0.09665 | 42.72 | 384
after CTS | 0.4843 | 0.3334 | 42.72 | 384
after global placement | 0.4483 | 0.3810 | 40.93 | 376
after detailed placement | 0.4558 | 0.3361 | 40.93 | 376
## cells in the final DEF (no fill, tap or decap), types with 4 or more instances in the layout
cell type         n
a22oi_1          12
clkbuf_8          5
clkdlybuf4s50_1  48
conb_1           15
dfxtp_1          40
ha_1              7
inv_1            18
nand2_1          18
nand3_1          17
nor2_1           35
nor2b_1           6
nor3_1            4
nor4_1            5
o21ai_0           5
o22ai_1           6
o31ai_1           4
xnor2_1           5
xor2_1            9
## path summary, 6_finish.rpt
| path | startpoint | end | cells past startpoint |
|---|---|---|---|
| min reg2reg | segment_counter[0]$_SDFF_PP0_ | segment_counter[0]$_SDFF_PP0_ | 1 |
| min | segment_counter[0]$_SDFF_PP0_ | segment_counter[0]$_SDFF_PP0_ | 1 |
| max reg2reg | segment_counter[28]$_SDFF_PP0_ | segment_counter[15]$_SDFF_PP0_ | 6 |
| max | data[8] | cat_out[6] | 10 |
## final cells by class
type                    instances  area (um^2)
well taps                      77        96.34
multi-input cells             191         1184
flip-flops and latches         40        800.8
fillers                       625         3700
clock inverters                 3        46.29
inverters                      18        67.56
repair buffers                 50        495.5
clock buffers                   5        68.82
## sequential cells by signal (all words and copies together), names as in the netlist
name and count:
segment_counter 32, segment_state 8
## layer usage
metal	part of all wire [%]	routed length, um
met1	49	2181
met4	1.7	76
met2	40	1769
met3	8.8	387
met5	0	0
Power figures rest on the tool's default switching activity, not on a simulated workload.
